===== flow/run.sh =====
#!/bin/bash
# OpenROAD 26Q1-2900-gdf79404cd8, Yosys 0.63+post, stock flow scripts
make -C /OpenROAD-flow-scripts/flow DESIGN_CONFIG=/design/flow/config.mk WORK_HOME=/design/flow/orfs finish

===== flow/config.mk =====
export PLATFORM = sky130hd
export DESIGN_NAME = hc_dec
export DESIGN_NICKNAME = hc_dec
export VERILOG_FILES = /design/flow/design.v
export SDC_FILE = /design/flow/constraint.sdc
export NUM_CORES = 4
export LEC_CHECK = 1
export CORE_AREA = 10 10 70 70
export DIE_AREA = 0 0 80 80

===== flow/constraint.sdc =====
current_design hc_dec

set clk_period 3.0
set clk_io_pct 0.2

create_clock -name clk0 -period $clk_period

set non_clock_inputs [all_inputs -no_clocks]
set_input_delay [expr $clk_period * $clk_io_pct] -clock clk0 $non_clock_inputs
set_output_delay [expr $clk_period * $clk_io_pct] -clock clk0 [all_outputs]

===== flow/design.v =====
module hc_dec#(
    parameter DATA_WD = 4,
    parameter CHK_WD  = 3
)(
    input   logic   [DATA_WD+CHK_WD-1:0]  i_enc_data,
    output  logic                         o_err_flag,
    output  logic   [DATA_WD-1:0]         o_dec_data
);
    logic [CHK_WD-1:0]  chk_bits_cmp;
    logic [DATA_WD+CHK_WD-1:0] corr_packet;
    logic [CHK_WD-1:0]  err_pos;
    int k;
    always_comb begin
        chk_bits_cmp = {(CHK_WD){1'b0}};
        for (int i =0; i<CHK_WD; i++) begin
            for (int j=1; j<=DATA_WD+CHK_WD; j++) begin
                if (j[i] == 1) begin
                    chk_bits_cmp[i] = chk_bits_cmp[i] ^ i_enc_data[j-1];
                end
            end
        end
        err_pos = chk_bits_cmp;
        corr_packet = o_err_flag ? (i_enc_data ^ (1 << (err_pos-1))) : i_enc_data;
        k=0;
        o_dec_data = {(DATA_WD){1'b0}};
        for (int i=1;i<=DATA_WD+CHK_WD;i++) begin
            if ((i & (i-1)) != 0) begin
                o_dec_data[k] = corr_packet[i-1];
                k++;
            end
        end
    end
    assign o_err_flag = ~(err_pos == {(CHK_WD-1){1'b0}});
   initial
     begin
        $dumpfile("./sim_build/hc_dec.vcd");
        $dumpvars(0, hc_dec);
     end
endmodule

==> Changelog: implementation <==
### Metrics

- Main area contributors: xnor3_2, xnor2_1, buf_6, nor2_1, xnor2_4
- Met1 WL: 665 µm
- Vias per std cell: 3.98
- Status: finished, final reports clean
- Clock buffer count: 0
- Flops: 0
- Final Instance Area: 863 µm²
- Crit path max fanout: 7
- Placer Congestion: 0.833
- Via Count: 517
- Seq share, synth: 0
- # Cells Yosys: around 56
- Fmax: 0.350 GHz
- Met3 WL: 51 µm
- Share of cells above drive strength 1: 0.452
- Grt total ovfl: 0
- Worst hold start: i_enc_data[5]
- Die Y: roughly 80 µm
- Unrepaired setup endpoints after global routing: false
- Worst hold path class: input pin to output pin
- ANT nets after route: 0
- WP data arrival: 2.26 ns
- Chip width: ~80 µm
- CP Launch Point: i_enc_data[2]
- Ports: 12
- FF+latch area: 0 µm²
- Vias in the first global route: 487
- Average size of a mapped cell: ~8.2 µm²
- Initial antenna violation count: 0
- Mapped Cells: ~56
- Critical Path Start Type: input pin
- Area leader, netlist: xnor3_2
- YS warnings: 3
- WL final: around 1.4 mm
- MaxCap Viol Count: 0
- VDD IR max: about 0.099 mV
- Area growth from synthesis to layout: 89.0%
- Core footprint: approximately 3400 µm²
- Leak: roughly 0.39 nW
- Final setup viols: 0
- Final Critical Period: 2.86 ns
- Total GRT Usage: 0.0389
- Yosys chip area: 457 µm²
- Detailed Place HPWL: 905 µm
- Area leader share: 0.104
- Hold slack: 1.97 ns
- DP Area: around 700 µm²
- # DRC: 0
- Req. time, crit path: between 2 and 2.5 ns
- Final Hold Vio Count: 0
- Die footprint: 6400 µm²
- Slew @ Worst Pin: 0.337 ns
- Slew HR: 0.775
- Tool Warnings: 33
- TritonRoute pass-1 iters: 4
- PD cells: 206 nW/µm²
- Diodes inserted: 0
- Critical Path End Type: output pin
- Fin crit share: 0.952
- WL/cell: 10.6 µm
- Final core occ: 0.253
- Met2 WL post-DR: 663 µm
- Type of the worst setup path: input pin to output pin
- I/O Buffers: 12
- Pre-Place Util: 0.134
- DRT iter0 DRCs: 11
- Top Layout Cells: buf_4, nor2_1, dlygate4sd2_1
- Fill cells: 375
- Post-synthesis cell area: 457 µm²
- Post-synth cell types: 27
- First-pass GRT wire length: 2.10 mm
- Largest net degree at the start of global routing: 11
- Num rows: 21
- Slew Viols, Final: 0
- TNS Setup: 0 ns
- Most instantiated logic cell after routing: buf_4
- Max layer used: met3
[worst paths after layout]
path       endpoint  slack (ns)  cells after the start
max   o_dec_data[0]        0.14                      7
min   o_dec_data[2]        1.97                      4
[report_power, final]
part	switching [mW]	internal (mW)	total, mW
registers	0	0	0
clock network	0	0	0
logic	0.0719	0.106	0.178
total	0.0719	0.106	0.178
[worst max-delay path, cell delays in order]
cell and delay [ns]:
clkdlybuf4s50_1 0.43, buf_4 0.18, buf_4 0.15, o32ai_1 0.32
a2111oi_2 0.06, a211o_1 0.28, dlygate4sd2_1 0.24
[per-stage QoR]
step	power [mW]	instances	setup slack, ns
2_1_floorplan	0.0831	56	0.846
3_3_place_gp	0.142	121	-0.220
3_5_place_dp	0.143	121	-0.230
4_1_cts	0.166	128	-0.0813
5_1_grt	0.192	130	0.0490
6_report	0.178	130	0.144
[what timing repair did]
action | in CTS | in global routing
pin swaps | 8 | 6
setup buffers | 6 | 2
cloned | 1 | 0
hold buffers | 0 | 0
setup endpoints to repair | 5 | 3
hold endpoints to repair | 0 | 0
resized | 15 | 10
[routing by layer]
metal  up-vias  global-route usage
li1        260                   -
met1       246              0.0519
met2        11              0.0690
met3         0             0.00227
met4         0             0.00352
met5         -                   0
[cell families after synthesis]
logic type	share of synthesized area
multiplexers	0.0219
AND-OR/OR-AND	0.334
AND/OR/NAND/NOR	0.186
buffers and inverters	0.123
XOR/XNOR	0.334
[synth_stat cells]
library cell  n
nor3_1        3
xor2_1        3
xnor2_1       4
nand2_1       2
a22oi_1       1
nand2b_4      1
a211o_1       2
xnor2_4       1
a221oi_2      1
a2111oi_0     1
nor2b_1       2
o21a_1        2
inv_1         2
o21ai_0       1
mux2i_1       1
buf_2         3
a31oi_1       1
o32ai_1       2
a2111oi_1     2
buf_6         3
a21oi_1       4
o2bb2ai_1     1
nor2_1        8
xnor3_2       2
nand2b_1      1
xor2_2        1
o2111a_1      1
[cell type report]
type	instances	area, µm²	area share
Multi-Input combinational cell	48	463	0.536
Timing Repair Buffer	34	335	0.388
Tap cell	46	57.6	0.0667
Inverter	2	7.51	0.00870
Power figures rest on the tool's default switching activity, not on a simulated workload.
