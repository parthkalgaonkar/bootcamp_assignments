[/design/flow/design.v]
`timescale 1ns/100ps
module fifo
  #(
    parameter D_WD = 16,
    parameter SIZE = 16
    )
   (
    input logic             i_clk,
    input logic             i_rstb,
    input logic [D_WD-1:0]  i_data,
    input logic             i_write,
    input logic             i_read,
    output logic [D_WD-1:0] o_data,
    output logic            o_full
    );
   localparam IDX_WD = $clog2(SIZE);
   logic [IDX_WD-1:0]       r_rd_ptr, r_wr_ptr, r_wr_ptr_plus_one;
   logic [D_WD-1:0]         r_mem [SIZE];
   logic                    r_fifo_empty, r_fifo_full;
   integer                  ii;
   always @(*)
     begin
        r_fifo_empty      = (r_rd_ptr == r_wr_ptr);
        r_wr_ptr_plus_one = (r_wr_ptr == SIZE-1) ? 0 : (r_wr_ptr + 1);
        r_fifo_full       = (r_rd_ptr == r_wr_ptr_plus_one);
        o_full            = r_fifo_full;
        o_data            = r_fifo_empty ? 'b0 : r_mem[r_rd_ptr];
     end
   always @(posedge i_clk or negedge i_rstb) begin
      if (~i_rstb) begin
         for (ii = 0; ii < SIZE; ii++)
           r_mem[ii] <= 'b0;
         r_wr_ptr <= 'b0;
         r_rd_ptr <= 'b0;
         o_data   <= 'b0;
      end else begin
         if (i_write & (~r_fifo_full)) begin
            r_mem[r_wr_ptr] <= i_data;
            r_wr_ptr        <= (r_wr_ptr == SIZE-1) ? 0 : (r_wr_ptr + 1);
         end
         if (i_read) begin
            if (~r_fifo_empty) begin
               r_rd_ptr     <= (r_rd_ptr == SIZE-1) ? 0 : (r_rd_ptr + 1);
               o_data       <= r_mem[r_rd_ptr];
            end else begin
               r_rd_ptr     <= r_rd_ptr;
               o_data       <= 'b0;
            end
         end
      end
   end
   initial
     begin
        $dumpfile("./sim_build/fifo.vcd");
        $dumpvars(0, fifo);
     end
endmodule
[/design/flow/run.sh]
#!/bin/bash
# OpenROAD 26Q1-2900-gdf79404cd8, Yosys 0.63+post, stock flow scripts
make -C /OpenROAD-flow-scripts/flow DESIGN_CONFIG=/design/flow/config.mk WORK_HOME=/design/flow/orfs finish
[/design/flow/config.mk]
export PLATFORM = sky130hd
export DESIGN_NAME = fifo
export DESIGN_NICKNAME = fifo
export VERILOG_FILES = /design/flow/design.v
export SDC_FILE = /design/flow/constraint.sdc
export NUM_CORES = 4
export LEC_CHECK = 1
export CORE_AREA = 10 10 70 70
export DIE_AREA = 0 0 80 80
[/design/flow/constraint.sdc]
current_design fifo

set clk_period 2.0
set clk_io_pct 0.2

create_clock -name clk0 -period $clk_period [get_ports {i_clk}]

set non_clock_inputs [all_inputs -no_clocks]
set_input_delay [expr $clk_period * $clk_io_pct] -clock clk0 $non_clock_inputs
set_output_delay [expr $clk_period * $clk_io_pct] -clock clk0 [all_outputs]
==> Slide: Implementation Results <==
Implementation Results

Clocking
  – Clock slew at reported path FFs: 0.05 ns
  – Late-Pin Clk Latency: 0.24 ns
  – CTS tree: yes
  – CTS Buf Count: 3
  – H-tree depth: 1
  – Clock sink count: 8
  – Root Driver: clkbuf_4
  – Post-CTS Hold Fix Bufs: 0
  – CTS Buffer Depth: 2

STA
  – Setup slack after layout: 0.06203 ns
  – Min cycle time layout: 1.938 ns
  – Max Clock Freq: 516.0 MHz
  – Final Hold Viols: 0
  – # setup viols final: 0
  – Hold Slack: 0.4269 ns
  – Max Transition Viols Final: 0
  – Clock skew: 0.001315 ns
  – Cycle use final: 0.9690
  – RSZ-0062 raised after global routing: yes

Die
  – Initial Utilization: 0.1857
  – Die Height: 80 um
  – Top-Level Pins: 37
  – # rows: 21
  – Core area: 3416 um^2
  – Die width: 80 um
  – Die Size: 6400 um^2

Synth
  – Yosys synthesis chip area: 634.4 um^2
  – Post-synth EDFFs: 0
  – Yosys reg bits: 8
  – Synth Seq Share: 0.3156
  – Syn_area_per_cell: 9.329 um^2
  – Syn. warnings: 36
  – Synth Instances: 68
  – Fraction of registers with async set/reset: 1.000
  – Ys flop type: dfrtp_1
  – Yosys cell count: 68
  – Distinct cells, synth: 26
  – Mapped Area: 634.4 um^2

Setup path
  – Worst Path Arrival: 2.06 ns
  – Buf+Inv Stages, Crit Path: 2
  – Crit-path most repeated cell: buf_4
  – CP max FO: 4
  – CP Capture Type: flip-flop
  – Slowest CP cell: dfrtp_2
  – Startpoint types: flip-flop
  – Largest stage delay, worst path: 0.42 ns
  – CP top delay family: flip-flops
  – Critical-path cell list: and4b_1, a311oi_2, xnor2_1, buf_4, buf_4, o21ai_4, mux2_2
  – CP Class: reg2reg
  – Crit path DRT: 2.12 ns

Place
  – Post-Place Setup Slack: -0.1027 ns
  – HPWL after DPL: 1036 um
  – Routability cong.: 0.7709
  – Placed inst area: 724.4 um^2
  – Port bufs: 4

Global routing
  – Largest net degree at the start of global routing: 9
  – Vias in the first global route: 509
  – Tot GR Track Use: 0.04467
  – Initial antenna violation count: 0
  – First-pass GRT wire length: 2401 um
  – Gr ovfl total: 0

Route
  – Vias post-DR: 503
  – DR WL/cell: 10.38 um
  – Iteration-0 DRC Markers: 13
  – Vias per inst: 3.699
  – Post-route antenna net violation count: 0
  – Residual DRC: 0
  – N_diodes: 0
  – Drt pass-1 iters: 4
  – DRT Wirelength: 1411 um

Layout
  – Flop area: 202.7 um^2
  – Layout cells sized above 1: 0.3556
  – Post-layout util: 0.2502
  – Commonest Layout Cell: buf_4
  – Synth-to-layout area growth: 34.71%
  – Area of the multi-input gates: 405.4 um^2
  – Most frequent cells in the layout: buf_4 (17), conb_1 (16), nand2_1 (7)
  – FILL cells: 361
  – Design area: 854.6 um^2

Worst hold path
  – HP Class: in2async

Power
  – VDD IR-drop max: 0.0004703 V
  – Final Power: 1.556 mW
  – LEAKAGE: 0.3813 nW
  – Cell Pwr Density: 1821 nW/um^2

Status
  – Status: complete, no violations

Job
  – Log Warnings: 42
  – # Max-Cap Violations: 0
==> final timing paths <==
check / start / endpoint / slack, ns / depth (start not counted)
worst max register to register: r_wr_ptr[2]$_DFFE_PN0P_ / r_wr_ptr[0]$_DFFE_PN0P_ / 0.06 / 7
worst max-delay path: r_wr_ptr[2]$_DFFE_PN0P_ / r_wr_ptr[0]$_DFFE_PN0P_ / 0.06 / 7
max in group asynchronous: i_rstb / r_wr_ptr[0]$_DFFE_PN0P_ / 1.30 / 1
worst min-delay path: i_rstb / r_rd_ptr[3]$_DFFE_PN0P_ / 0.43 / 1
worst min register to register: r_rd_ptr[2]$_DFFE_PN0P_ / r_rd_ptr[2]$_DFFE_PN0P_ / 0.59 / 2
min in group clk0: r_rd_ptr[2]$_DFFE_PN0P_ / r_rd_ptr[2]$_DFFE_PN0P_ / 0.59 / 2
==> layer usage <==
metal,vias up,GRT usage,wire length (um),part of all wire
met1,232,0.05593,634,0.45
met5,-,0,0,0
met4,0,0.008803,10,0.0071
li1,253,-,-,-
met3,2,0.01705,66,0.047
met2,16,0.07143,700,0.50
==> final cells by class <==
class,instances,area share
Inverter,1,0.004392
Timing Repair Buffer,21,0.1903
Sequential cell,8,0.2372
Clock buffer,3,0.02635
Tap cell,46,0.06735
Multi-Input combinational cell,57,0.4744
==> registers in the layout, summed over array words and instances, names as in the netlist <==
name,count
r_rd_ptr,4
r_wr_ptr,4
==> synthesized netlist by cell type (2+ instances only) <==
cell	n	area, um^2
a21oi_1	3	15.01
o21ai_0	3	15.01
mux2_2	2	22.52
nand2_1	7	26.28
buf_4	16	120.1
ha_1	2	25.02
dfrtp_1	8	200.2
xnor2_1	6	52.55
xor2_1	4	35.03
==> where the power goes <==
group | switching, mW | internal (mW)
Sequential | 0.121 | 0.249
Combinational | 0.453 | 0.619
Clock | 0.0458 | 0.0680
Total | 0.621 | 0.936
==> what timing repair did <==
action,in CTS,in global routing
setup endpoints to repair,1,4
hold endpoints to repair,0,0
resized,9,3
pin swaps,6,5
setup buffers,8,1
==> cell families after synthesis <==
kind of cell | count (synthesis) | synth area share
buffers and inverters | 18 | 0.2012
AND-OR/OR-AND | 14 | 0.1637
AND/OR/NAND/NOR | 13 | 0.1006
XOR/XNOR | 10 | 0.1381
flip-flops | 8 | 0.3156
adder cells (fa/ha/maj) | 2 | 0.03944
multiplexers | 2 | 0.03550
other | 1 | 0.005911
==> metrics by stage <==
| step | std cells | setup TNS, ns |
|---|---|---|
| after global placement | 124 | -0.1059 |
| after detailed placement | 124 | -0.1027 |
| after CTS | 135 | 0 |
| after floorplan | 83 | 0 |
| after global routing | 136 | -0.06574 |
| final | 136 | 0 |
No activity file was given, so power comes from the tool's default toggle rates.
